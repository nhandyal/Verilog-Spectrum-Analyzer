==> design.v <==
`timescale 1ns / 1ps
module complexMult(DinA, DinB, DinC, DinD, DoutR, DoutI);
	input 	[17:0] DinA, DinB, DinC, DinD;
	output 	[17:0] DoutR, DoutI;
	wire 		[35:0] tempReal, tempImag;
	assign 	tempReal = (DinA*DinC)-(DinB*DinD);
	assign 	tempImag = (DinA*DinD)+(DinC*DinB);
	assign	DoutR = tempReal[27:10];
	assign 	DoutI = tempImag[27:10];
endmodule
==> run.sh <==
#!/bin/bash
# OpenROAD 26Q1-2900-gdf79404cd8, Yosys 0.63+post, stock flow scripts
make -C /OpenROAD-flow-scripts/flow DESIGN_CONFIG=/design/flow/config.mk WORK_HOME=/design/flow/orfs finish
==> config.mk <==
export PLATFORM = sky130hd
export DESIGN_NAME = complexMult
export DESIGN_NICKNAME = complexMult
export VERILOG_FILES = /design/flow/design.v
export SDC_FILE = /design/flow/constraint.sdc
export NUM_CORES = 4
export LEC_CHECK = 1
export CORE_UTILIZATION = 40
==> constraint.sdc <==
current_design complexMult

set clk_period 12.9
set clk_io_pct 0.2

create_clock -name clk0 -period $clk_period

set non_clock_inputs [all_inputs -no_clocks]
set_input_delay [expr $clk_period * $clk_io_pct] -clock clk0 $non_clock_inputs
set_output_delay [expr $clk_period * $clk_io_pct] -clock clk0 [all_outputs]
==> deck_impl_summary.md <==
Flow Results at a Glance

Floorplanning
  – Die span in x: 304.3 um
  – FP Rows: 110
  – Fp_density: 40.48%
  – Core ar.: 90290 sq um
  – IO Pins: 108
  – Die Y: 304.3 um
  – Chip area: 92590 sq um

Route
  – First-pass detailed-route iteration total: 7
  – Met3 wire length: 8.981 mm
  – Routed WL: 91.13 mm
  – Via count: 25023
  – Antenna diode count: 0
  – DR vias/cell: 4.741
  – Antenna viol nets, final: 0
  – Iter 0 DRT Violations: 799
  – WL per Instance: 17.27 um
  – Highest Signal Layer: met4
  – Drc violations: 0
  – Met2 wire length: 43.30 mm
  – Met1 WL: 36.20 mm

Min path
  – Min-Delay Endpoint: DoutI[17]
  – Hold_sp: DinB[14]
  – Hold crit path type: in2out
  – Cell depth of the worst hold path: 9

Place
  – Dpl hpwl: 75.49 mm
  – Placed Area: 40270 sq um
  – Placer Congestion: 0.9099
  – # port buffers: 108

Critical path
  – Crit-path most repeated cell: fa_1
  – Critical path launch point type: primary input
  – Worst-path fanout max: 14
  – Worst path required time: 10.32 ns
  – Max stage delay cell, worst path: fa_1
  – Worst Setup End Kind: primary output
  – CP delay by family, top: adder cells
  – Critical path class: in2out
  – Worst Path Buf+Inv: 8
  – CP peak stage delay: 0.58 ns
  – CP Data Arrival Time: 10.00 ns

Logic synthesis
  – Sequential area share after synthesis: 0%
  – Cell area leaders: fa_1, inv_1, and2_1
  – Yosys stat chip area: 36550 sq um
  – Synth area leader: fa_1
  – Area leader share: 55.81%
  – Cells in synth_stat.txt: 4055
  – Post-synth top cells: inv_1, fa_1, and2_1
  – Synth Instances: 4055
  – Yosys cell types: 41
  – Post-Syn Area: 36550 sq um
  – Syn Area/Cell: 9.013 sq um
  – Synth warn: 0
  – Most frequent cell after synthesis: inv_1

Outcome
  – Status: finished clean

Finish
  – Share of cells above drive strength 1: 4.291%
  – Final instance area: 40410 sq um
  – # clk buffers: 0
  – Syn-to-layout area delta: 10.57%
  – Reg area: 0 sq um
  – Sequential cell count: 0

STA
  – Final Max Slew Viols: 0
  – Final hold violation count: 0
  – Post-route setup TNS: 0 ns
  – Tmin final: 12.58 ns
  – Worst rel slew slack: 70.07%
  – RSZ-0062 raised after global routing: no
  – Final period util: 97.51%
  – Final setup fails: 0
  – FMAX: 0.07950 GHz
  – Worst-Margin Slew: 0.4482 ns

Global route
  – GRT Util Overall: 22.71%
  – Initial antenna violation count: 0
  – Largest net degree at the start of global routing: 37
  – Remaining Overflow, GRT: 0
  – First-pass GRT wire length: 152.1 mm
  – Vias in the first global route: 27689

Run
  – Max Cap Viol: 0
  – Tool warnings: 48

Clock tree
  – Hold-fix buffer count after cts: 0
cell families (layout without fill, tap and decap cells):
logic type / count (synthesis) / in the layout / synth area share [%]
xor gates and xnor gates: 104 / 104 / 2.492
buffers and inverters: 1350 / 1397 / 13.89
and+or+nand+nor: 1241 / 1241 / 17.18
AOI/OAI and AO/OA: 65 / 65 / 1.181
adders and majority gates: 1295 / 1295 / 65.26
worst max path at each step:
stage	from	to	slack (ns)	cells past startpoint
finish	DinC[12]	DoutI[17]	0.32	26
global route	DinA[12]	DoutR[15]	0.002	27
CTS	DinC[9]	DoutR[15]	0.07	26
timing repair:
| item | in CTS | in global routing |
|---|---|---|
| gates resized | 0 | 23 |
| setup endpoints to repair | 0 | 8 |
| buffers inserted | 0 | 2 |
metal layers:
metal | vias to the layer above | track usage (%)
met4 | 0 | 4.510
met2 | 949 | 35.27
met5 | - | 0
li1 | 11315 | -
met3 | 101 | 8.681
met1 | 12658 | 31.94
area by class of cell:
type,count,area (sq um)
inverter,1125,4223
fill,8642,49870
tap,1176,1471
multi-input combinational,2705,31510
timing repair buffer,272,3212
stage by stage:
| stage | setup WS [ns] | utilization [%] | std cells | hold WS (ns) |
|---|---|---|---|---|
| finish | 0.3208 | 44.76 | 5278 | 6.994 |
| global route | 0.001996 | 44.76 | 5278 | 7.106 |
| CTS | 0.06710 | 44.60 | 5275 | 7.023 |
| detailed placement | 0.07819 | 44.60 | 5275 | 7.008 |
| global placement | 0.1212 | 44.60 | 5275 | 7.046 |
| floorplan | 1.371 | - | 4055 | 5.633 |
cell usage in the layout, fill, tap and decap left out, drive strengths merged, types with 3 or more instances in the layout:
cell type      instances
and2                 615
a21o                   7
dlymetal6s2s           3
clkdlybuf4s50        105
nor2b                  5
xnor2                 81
nand3                  5
and3                   4
and4                   3
a21oi                 27
o21ai                 10
nand2b                 3
nor2                  18
nor3                   7
nand2                575
xor2                  23
o21a                   6
buf                  163
inv                 1125
ha                   276
fa                  1019
